### flow/run.sh
#!/bin/bash
# OpenROAD 26Q1-2900-gdf79404cd8, Yosys 0.63+post, stock flow scripts
make -C /OpenROAD-flow-scripts/flow DESIGN_CONFIG=/design/flow/config.mk WORK_HOME=/design/flow/orfs finish
### flow/constraint.sdc
current_design traffic_light_controller

set clk_period 4.9
set clk_io_pct 0.2

create_clock -name clk0 -period $clk_period [get_ports {clk_in}]

set non_clock_inputs [all_inputs -no_clocks]
set_input_delay [expr $clk_period * $clk_io_pct] -clock clk0 $non_clock_inputs
set_output_delay [expr $clk_period * $clk_io_pct] -clock clk0 [all_outputs]
### flow/design.v
`timescale 1s / 1s
module Clock_divider(clock_in,clock_out
    );
input clock_in; 
output reg clock_out; 
reg[31:0] counter=32'd0;
parameter DIVISOR = 32'd125000000;
always @(posedge clock_in)
begin
 counter <= counter + 32'd1;
 if(counter>=(DIVISOR-1))
  counter <= 32'd0;
 clock_out <= (counter<DIVISOR/2)?1'b1:1'b0;
end
endmodule
module traffic_light_controller(
    input clk_in,
    input rst,
    input sw0,
    input sw1,
    input [2:0] btn,
    output reg [6:0] seg,
    output reg red,
    output reg yellow,
    output reg green,
    output reg red2,
    output reg yellow2,
    output reg green2 
);
Clock_divider m1(clk_in, clk);
parameter RED = 3'b001;
parameter YELLOW = 3'b010;
parameter GREEN = 3'b100;
reg [2:0] state;
reg [23:0] timer;
reg [23:0] count;
integer red_time = 6;
integer yellow_time = 1;
integer green_time = 2;
always @(posedge clk) begin
    if (rst) begin
        state <= RED;
        timer <= 0;
        count <= red_time;
        red <= 1;
        yellow <= 0;
        green <= 0;
        red2 <= 0;
        yellow2 <= 0;
        green2 <= 1;
    end else begin
    if (!sw1) begin
        if(btn[0]) red_time = red_time-1;
        if(btn[1]) yellow_time = yellow_time-1;
        if(btn[2]) green_time = green_time-1;
    end else begin
        if(btn[0]) red_time = red_time+1;
        if(btn[1]) yellow_time = yellow_time+1;
        if(btn[2]) green_time = green_time+1;
    end
         if (!sw0) begin
            case (state)
                RED: begin
                    if(timer == 2)begin 
                        red2 <= 0; 
                        yellow2 <= 1; 
                        green2 <= 0;
                        end
                    if(timer == 4)begin 
                        red2 <= 1; 
                        yellow2 <= 0; 
                        green2 <= 0;
                        end
                    if (timer == red_time) begin
                        state <= GREEN;
                        timer <= 0;
                        count <= green_time;
                        red <= 0;
                        yellow <= 0;
                        green <= 1;
                        red2 <= 1;
                        yellow2 <= 0;
                        green2 <= 0;
                    end else begin
                        timer <= timer + 1;
                        count <= count - 1;
                    end
                end
                GREEN: begin
                    if (timer == green_time) begin
                        state <= YELLOW;
                        timer <= 0;
                        count <= yellow_time;
                        red <= 0;
                        yellow <= 1;
                        green <= 0;
                        red2 <= 1;
                        yellow2 <= 0;
                        green2 <= 0;
                    end else begin
                        timer <= timer + 1; 
                        count <= count - 1; 
                    end 
                end 
                YELLOW: begin 
                    if (timer == yellow_time) begin 
                        red <= 1; 
                        yellow <= 0; 
                        green <= 0;
                        red2 <= 1; 
                        yellow2 <= 0; 
                        green2 <= 0;
                        count <= red_time;
                        timer <= timer + 1; 
                    end
                    else if (timer == yellow_time + 1) begin 
                        state <= RED; 
                        timer <= 0; 
                        red <= 1; 
                        yellow <= 0; 
                        green <= 0;
                        red2 <= 0; 
                        yellow2 <= 0; 
                        green2 <= 1;
                    end else begin 
                        timer <= timer + 1; 
                        count <= count - 1; 
                    end 
                end 
            endcase 
        end else if (sw0) begin 
		  red <= 0;
		  green <= 0;
		  red2 <= 0;
		  green2 <= 0;
		  count <= 10;
		  yellow <= 0;
		  yellow2 <= 1;
            if (timer == 1) begin 
                yellow <= ~yellow;
                yellow2 <= ~yellow2;
                timer <= 0;
            end else if(timer > 1) begin
                timer <= 0;
            end else begin 
                timer <= timer + 1;
            end  
        end  
    end  
end  
always @(*) begin
    case(count)
        4'd0: seg = 7'b1000000;  
        4'd1: seg = 7'b1111001;  
        4'd2: seg = 7'b0100100;  
        4'd3: seg = 7'b0110000;  
        4'd4: seg = 7'b0011001; 
	    4'd5: seg = 7'b0010010;
	    4'd6: seg = 7'b0000010;
	    4'd7: seg = 7'b1111000;
	    4'd8: seg = 7'b0000000;
	    4'd9: seg = 7'b0010000;
        default: seg = 7'b1111111;  
    endcase
end
endmodule
### flow/config.mk
export PLATFORM = sky130hd
export DESIGN_NAME = traffic_light_controller
export DESIGN_NICKNAME = traffic_light_controller
export VERILOG_FILES = /design/flow/design.v
export SDC_FILE = /design/flow/constraint.sdc
export NUM_CORES = 4
export LEC_CHECK = 1
export CORE_UTILIZATION = 50
==> impl_metrics.csv <==
group,metric,value,unit
floorplan,dieHeight,180.9,um
timing,untimed_endpoints,293,
critical_path,cpLargestDelayFamily,"AND-OR/OR-AND gates",
clock_tree,ctsLongestPathBuffers,2,
timing,layout_setup_ws,2269,ps
timing,slew_headroom,39.18,%
routing,drc,0,
yosys,yosysWarnings,3,
floorplan,core-area,31560,um2
placed_design,gp_congestion,0.9818,
yosys,yosys_cells,1905,
yosys,ys_chip_area,16010,um2
power,vdd_ir_drop_max,0.1535,mV
timing,unclocked_regs,160,
cells_and_area,lay_top_cells,"161 x nor2_1, 131 x xnor2_1, 130 x nand2_1",
routing,dr.pass1.iters,6,
yosys,syn_area,16010,um2
clock_tree,cts_tree,"yes",
timing,finalSetupViolCount,0,
yosys,synth_flops,193,
yosys,synth-main-ff-cell,"edfxtp_1",
routing,vias,14500,
timing,rsz0062_at_grt,"false",
hold_path,hold_depth,1,
critical_path,crit_required,5110,ps
power,power.density,50.14,nW/um2
placed_design,portBuffers,19,
critical_path,slowest_stage,"a311o_1",
yosys,synth.avg_cell_area,8.402,um2
critical_path,cp.arrival,2840,ps
critical_path,crit_fanout,27,
clock_tree,h-tree-depth,2,
global_route,grt_max_degree,67,
global_route,grt.busiest_layer,"met1",
cells_and_area,layout_top_cell,"nor2_1",
routing,drt-total-wl,52120,um
clock_tree,cts_setup_buffers,0,
critical_path,path_cells,"ha_1 > and3_1 > and3_1 > o31ai_1 > a21oi_1 > o21ai_0 > nand2b_1 > a311o_1 > a21oi_1 > o21ai_1 > buf_4 > nor2_1",
floorplan,chipArea,32730,um2
clock_tree,cts_inserted_buffers,5,
floorplan,die_w,180.9,um
clock_tree,clk_pin_slew,50,ps
clock_tree,clk_latency,270,ps
yosys,synthCells,1905,
timing,period_used_share,53.69,%
placed_design,hpwl,40100,um
floorplan,io_pins,20,
clock_tree,hold_buffers,0,
global_route,grt_pass1_wl,80720,um
global_route,grt.overflow.total,0,
job,warnings,35,
hold_path,hold_class,"reg -> reg",
global_route,grt_pass1_vias,13340,
timing,setup_tns,0,ps
routing,viasPerCell,6.512,
cells_and_area,drive_above_1_share,5.482,%
hold_path,whs_endpoint,"m1.clock_out",
floorplan,initCoreUtil,50.73,%
cells_and_area,area_delta_synth_final,2.916,%
cells_and_area,fillers,2968,
critical_path,worstReg2RegStart,"m1.counter[0]",
power,leakagePower,5.294,nW
timing,period_minus_slack,2631,ps
timing,hold_ws,416.0,ps
routing,post_drt_wl_per_cell,23.41,um
global_route,met1_usage,53.29,%
timing,tightest_slew,902.7,ps
hold_path,hold_start,"m1.counter[27]",
global_route,grt_use_met2,48.25,%
yosys,enable_flop_cells,120,
critical_path,max_stage_delay,370,ps
floorplan,rows,65,
critical_path,ff2ff_path_depth,12,
yosys,async_flop_share,0,%
critical_path,cp-start-kind,"register",
job,cap_viol_max_count,0,
critical_path,endpoint_kind,"register",
placed_design,place_ws,2302,ps
routing,diodes,0,
yosys,yosys.cell_types.count,103,
critical_path,critPathKind,"reg -> reg",
routing,antenna_left,0,
timing,finalMaxSlewViolations,0,
clock_tree,cts_resized,0,
routing,drt-initial-drc-count,1430,
clock_tree,cts_root_buffer,"clkbuf_16",
timing,skew,2.604,ps
critical_path,r2r_slack,2270,ps
timing,max_freq,380.1,MHz
power,power,825.9,uW
critical_path,path_buffers,1,
outcome,outcome,"finished, final reports clean",
cells_and_area,comb_area,10090,um2
timing,hold_viol,0,
yosys,ys_seq_share,31.64,%
cells_and_area,regArea,5069,um2
global_route,globalRouteMet3Util,7.021,%
critical_path,timing.rr.end,"m1.counter[24]",
global_route,grt_antenna_before_repair,0,
global_route,grt_usage,33.23,%
## cells by family (layout without fill, tap and decap cells)
logic type | Yosys count | in the layout | share of synthesized area, %
and+or+nand+nor | 844 | 844 | 28.84
AOI/OAI and AO/OA | 346 | 346 | 15.32
xor gates and xnor gates | 238 | 238 | 14.27
buffers and inverters | 219 | 134 | 5.503
DFF | 193 | 193 | 31.64
muxes | 46 | 46 | 2.994
adders and majority gates | 18 | 18 | 1.407
other | 1 | 5 | 0.02343
## worst max path at each step
stage	start	end	depth (start not counted)
4_1_cts	m1.counter[0]	m1.counter[24]	12
5_1_grt	m1.counter[0]	m1.counter[16]	12
6_report	m1.counter[0]	m1.counter[24]	12
## power breakdown
part	internal (mW)	switching, mW
combinational	0.0617	0.133
sequential	0.321	0.0208
clock	0.188	0.101
## Yosys cell counts (12+ instances only)
library cell	instances	area [um2]
xnor2_1	131	1147
or3_1	38	237.7
or2_2	23	143.9
a32oi_1	17	148.9
nand3_1	79	395.4
nand2_1	130	488.0
nor3_1	86	430.4
xor2_1	93	814.5
dfxtp_1	73	1461
and4_1	12	105.1
o22ai_1	16	100.1
mux2i_1	37	370.4
nor2_1	161	604.3
a31oi_1	28	175.2
inv_1	82	307.8
nand4_1	58	362.9
and3_1	30	187.7
a21oi_1	63	315.3
nor4b_1	12	105.1
edfxtp_1	120	3603
nand2b_1	30	187.7
ha_1	18	225.2
nor4_1	78	488.0
clkbuf_1	108	405.4
o21ai_0	75	375.4
or4_1	37	277.8
## sequential cells by signal, summed over array words and instances (netlist names), named ones only
| register | count |
|---|---|
| state | 3 |
| yellow | 1 |
| m1.clock_out | 1 |
| count | 24 |
| yellow_time | 32 |
| red_time | 32 |
| red2 | 1 |
| red | 1 |
| green2 | 1 |
| timer | 24 |
| green_time | 32 |
| yellow2 | 1 |
| m1.counter | 32 |
| green | 1 |
## through the flow
stage | utilization (%) | std cells | instance area [um2]
floorplan | - | 1909 | 16020
global placement | 51.77 | 2218 | 16340
detailed placement | 51.77 | 2218 | 16340
CTS | 52.20 | 2226 | 16470
global route | 52.20 | 2226 | 16470
finish | 52.20 | 2226 | 16470
## per-layer routing
layer  share of wire, %  wire [um]
met4                2.2       1134
met1                 45      23570
met3                8.7       4547
met5                  0          0
met2                 44      22860
## layout make-up
| class | count | share of cell area [%] |
|---|---|---|
| Sequential cell | 193 | 30.77 |
| Tap cell | 402 | 3.053 |
| Clock buffer | 8 | 0.8279 |
| Multi-Input combinational cell | 1497 | 61.24 |
| Inverter | 85 | 1.982 |
| Timing Repair Buffer | 41 | 2.127 |
## worst register-to-register path, cell delays in order, from the launching register on
cell and delay (ps):
dfxtp_1 330, ha_1 230, and3_1 210, and3_1 230
o31ai_1 260, a21oi_1 110, o21ai_0 180, nand2b_1 80
a311o_1 370, a21oi_1 150, o21ai_1 80, buf_4 220
nor2_1 130
Power and IR drop assume default switching activity.
